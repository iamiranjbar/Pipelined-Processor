$ cat flow/run.sh
#!/bin/bash
# OpenROAD 26Q1-2900-gdf79404cd8, Yosys 0.63+post, stock flow scripts
make -C /OpenROAD-flow-scripts/flow DESIGN_CONFIG=/design/flow/config.mk WORK_HOME=/design/flow/orfs finish
$ cat flow/config.mk
export PLATFORM = sky130hd
export DESIGN_NAME = instMem
export DESIGN_NICKNAME = instMem
export VERILOG_FILES = /design/flow/design.v
export SDC_FILE = /design/flow/constraint.sdc
export NUM_CORES = 4
export LEC_CHECK = 1
export CORE_AREA = 10 10 70 70
export DIE_AREA = 0 0 80 80
$ cat flow/constraint.sdc
current_design instMem

set clk_period 2.1
set clk_io_pct 0.2

create_clock -name clk0 -period $clk_period

set non_clock_inputs [all_inputs -no_clocks]
set_input_delay [expr $clk_period * $clk_io_pct] -clock clk0 $non_clock_inputs
set_output_delay [expr $clk_period * $clk_io_pct] -clock clk0 [all_outputs]
$ cat flow/design.v
module instMem           
 (
      input     [11:0]     pc,
      output wire     [18:0]          instruction
 );
      logic [18:0] rom[11:0];
      initial
      begin
                rom[0] = 19'b0000011100000000000;
                rom[1] = 19'b0000000100000000000;
                rom[2] = 19'b0101001100100010100;
                rom[3] = 19'b1010000000000000110;
                rom[4] = 19'b1000001000101100100;
                rom[5] = 19'b0001001111101000000;
                rom[6] = 19'b1011100000000000001;
                rom[7] = 19'b0000011101000000000;
                rom[8] = 19'b0100000100100000001;
                rom[9] = 19'b1110000000000000010;
                rom[10] = 19'b0000000000000000000;
                rom[11] = 19'b0000000000000000000;
                rom[12] = 19'b0000000000000000000;
                rom[13] = 19'b0000000000000000000;
                rom[14] = 19'b0000000000000000000;
                rom[15] = 19'b0000000000000000000;
      end
      assign instruction = (pc[11:0] < 4096 )? rom[pc]: 19'b0;
 endmodule
==> flow_summary.rst <==
Physical design figures
=======================

.. list-table::
   :header-rows: 1

   * - Metric
     - Value
   * - Result of the run
     - complete, no violations
   * - Syn-to-layout area delta
     - 107.0%
   * - Fin util
     - 19.49%
   * - Post-synthesis cell count
     - around 46
   * - Count of port buffers added during placement
     - 21
   * - Global-route wire length before repair
     - about 1.9 mm
   * - HPWL after DPL
     - 993.6 microns
   * - Weighted congestion reported at the end of routability-driven placement
     - 0.7752
   * - Synthesized chip area reported by yosys
     - 321.6 sq um
   * - Number of detailed-routing iterations run before antenna repair
     - 2
   * - Data required time at the worst endpoint
     - 1.68 ns
   * - Minimum period implied by the final worst setup slack
     - roughly 2 ns
   * - Post-synth cell types
     - 22
   * - Routed vias
     - 400
   * - List of most frequent post-synthesis cells
     - and2_1 (6), ha_1 (6), nand2_1 (4)
   * - Crit path cell chain
     - dlygate4sd2_1 -> and2b_2 -> a21o_1 -> clkdlybuf4s50_1
   * - Final number of setup-violating endpoints
     - 0
   * - Post-placement worst setup slack
     - -0.3935 ns
   * - Max-slew violation count
     - 0
   * - Slowest-stage cell, CP
     - clkdlybuf4s50_1
   * - TNS Setup
     - 0 ns
   * - Die Ht
     - 80 microns
   * - Overall global routing resource usage
     - 3.371%
   * - Class of the worst hold path
     - input pin to primary output
   * - Tool warning count
     - 45
   * - Area fraction of the dominant cell type after synthesis
     - 23.35%
   * - Crit Path Class
     - input pin to primary output
   * - Synthesized area per cell
     - between 6 and 7 sq um
   * - RSZ-0062 raised after global routing
     - false
   * - Pin count of the biggest net entering global routing
     - 8
   * - Antenna violations before repair
     - 0
   * - Maximum Capacitance Violations
     - 0
   * - Final hold violation count
     - 0
   * - Post-route non-filler standard cell count
     - 121
   * - Area of the die
     - 6400 sq um
   * - Pre-Place Util
     - 9.414%
   * - Count of instantiated cells in the yosys netlist
     - 46
   * - Avg WL per Cell
     - around 9 microns
   * - Data arrival time of the worst path
     - around 1.6 ns
   * - Leakage component of the power
     - about 0.32 nW
   * - Post-placement cell area
     - around 640 sq um
   * - Fmax
     - about 0.50 GHz
   * - Longest individual stage delay on the worst path
     - 0.41 ns
   * - Antenna Cells
     - 0
   * - VDD IR-drop max
     - between 0.02 and 0.025 mV
   * - Ratio of total power to cell area
     - 148.1 nW/um^2
   * - Total area of sequential cells
     - 0 sq um
   * - Number of cell rows
     - 21
   * - Leftover overflow at the end of global routing
     - 0
   * - DRT antenna net count
     - 0
   * - Die Width
     - 80 microns
   * - Initial DRC Count
     - 10
   * - Post-synth seq share
     - 0%
   * - Flop Count
     - 0
   * - Placeable core area
     - 3416 sq um
   * - Yosys warns
     - 1
   * - Final instance area
     - between 600 and 700 sq um
   * - Area of the mapped netlist
     - 321.6 sq um
   * - Setup slack of the critical path after layout
     - 0.08220 ns
   * - DRC violation count after routing
     - 0
   * - Via count of the first global-routing pass
     - approximately 390
   * - Cell type with the highest aggregate area in the netlist
     - ha_1
   * - Number of top-level pins
     - 31
   * - Kind of end point of the critical path
     - primary output
   * - Number of clock buffer instances in the layout
     - 0
   * - Detailed-route vias per instance
     - around 3.3
   * - Placed insts
     - 121
   * - Layout cell share with drive strength beyond 1
     - between 30% and 40%
   * - Crit start category
     - input pin
   * - Post-route clock period utilization
     - 96.09%
   * - Detailed Route WL
     - 1.121 mm
   * - Highest net fanout along the worst path
     - 6
   * - Top cells by area in the synthesized netlist
     - ha_1 (23%), and2_1 (12%), mux2i_1 (9.3%), nand2b_1 (5.8%), a31o_1 (5.4%)
## layout by cell type (no fill, tap or decap), types with 2 or more instances in the layout
cell and count:
nand2_1 4, mux2i_1 3, ha_4 2, a31oi_1 2, conb_1 2, inv_1 2, a31o_1 2, and2_1 5
dlygate4sd2_1 8, nor2_1 3, nand2b_1 3, ha_2 3, buf_4 11, buf_2 3, clkdlybuf4s50_1 9
## cells by family (layout without fill, tap and decap cells)
group / Yosys count / count (layout) / share of synthesized area (%)
buf+inv: 7 / 35 / 13.23
other cells: 1 / 2 / 1.166
compound gates: 7 / 7 / 14.78
simple gates: 22 / 22 / 38.14
mux: 3 / 3 / 9.339
fa+ha+maj: 6 / 6 / 23.35
## power by group
group          total, mW  leakage (nW)  internal, mW  switching (mW)
logic             0.0986         0.324        0.0611          0.0375
clock network          0             0             0               0
registers              0             0             0               0
## critical path: cells and delay by family
family,cells,cell delay [ns]
buf+inv,2,0.72
simple gates,1,0.27
compound gates,1,0.18
## routing by layer
| metal | share of wire [%] | vias to the layer above | global-route usage (%) | wire length, microns |
|---|---|---|---|---|
| li1 | - | 208 | - | - |
| met1 | 40 | 178 | 4.021 | 452 |
| met2 | 48 | 14 | 6.421 | 541 |
| met3 | 11 | 0 | 0.5682 | 127 |
| met4 | 0 | 0 | 0 | 0 |
| met5 | 0 | - | 0 | 0 |
## stage by stage
step	total power [mW]	hold slack, ns
floorplan	0.03746	0.8646
global placement	0.1033	1.906
detailed placement	0.1033	1.901
CTS	0.1019	1.316
global route	0.1115	1.327
finish	0.09861	1.301
## what timing repair did
item,CTS,global route
gates resized,29,5
setup buffers,0,0
endpoints found under the setup margin,17,5
hold buffers,0,0
pin swaps,3,1
## layout make-up
| type | count | area [sq um] |
|---|---|---|
| fill | 384 | 2750 |
| multi-input combinational | 40 | 324.1 |
| timing repair buffer | 32 | 270.3 |
| tap | 46 | 57.56 |
| inverter | 3 | 13.76 |
## worst paths after layout
path / start / to / slack, ns / depth (start not counted)
hold / removal: pc[1] / instruction[17] / 1.30 / 3
setup / recovery: pc[3] / instruction[0] / 0.08 / 4
No activity file was given, so power comes from the tool's default toggle rates.
