==> /design/flow/design.v <==
module Stack (
	clk,
	reset,
	q,
	d,
	push,
	pop
);
	input                    clk;
	input                    reset;
	input      [11:0] d;
	output logic [11:0] q;
	input                    push;
	input                    pop;
	logic [2:0] ptr;
	logic [11:0] stack [7:0];
	always @(posedge clk) begin
		if (reset)
			ptr <= 0;
		else if (push)
			ptr <= ptr + 1;
		else if (pop)
			ptr <= ptr - 1;
	end
	always @(posedge clk) begin
		if (push || pop) begin
			if(push)
				stack[ptr] <= d;
      else
			 q <= stack[ptr - 1];
		end
	end
endmodule
==> /design/flow/run.sh <==
#!/bin/bash
# OpenROAD 26Q1-2900-gdf79404cd8, Yosys 0.63+post, stock flow scripts
make -C /OpenROAD-flow-scripts/flow DESIGN_CONFIG=/design/flow/config.mk WORK_HOME=/design/flow/orfs finish
==> /design/flow/config.mk <==
export PLATFORM = sky130hd
export DESIGN_NAME = Stack
export DESIGN_NICKNAME = Stack
export VERILOG_FILES = /design/flow/design.v
export SDC_FILE = /design/flow/constraint.sdc
export NUM_CORES = 4
export LEC_CHECK = 1
export CORE_UTILIZATION = 40
==> /design/flow/constraint.sdc <==
current_design Stack

set clk_period 3.3
set clk_io_pct 0.2

create_clock -name clk0 -period $clk_period [get_ports {clk}]

set non_clock_inputs [all_inputs -no_clocks]
set_input_delay [expr $clk_period * $clk_io_pct] -clock clk0 $non_clock_inputs
set_output_delay [expr $clk_period * $clk_io_pct] -clock clk0 [all_outputs]
==> results.json <==
{
  "grt_antenna_before_repair": 0,
  "fin_crit_ns": 2.38,
  "cp-start-kind": "flip-flop",
  "number_of_input_and_output_port_buffers_inserted": 27,
  "ff2ff_setup_slack_ns": 0.92,
  "cts-root-buf": "clkbuf_8",
  "cts_num_sinks": 111,
  "drt_iter0_drcs": 107,
  "finalInstanceArea_um2": 5080,
  "holdPathEnd": "q[7]",
  "lay_top_cells": "edfxtp_1, mux2i_1, nand3_1",
  "placement.cell_area_um2": 4900,
  "clk_latency_ns": 0.37,
  "place_hpwl_um": 5440,
  "design.portCount": 28,
  "synth.ff_latch_count": 111,
  "grt_start_max_net_pins": 32,
  "status": "complete, no violations",
  "grt_first_pass_wirelength_um": 13800,
  "htreeDepth": 3,
  "post-route-util": 0.467,
  "final_common_cell": "edfxtp_1",
  "yosys.stat.chipArea_um2": 4490,
  "dieArea_um2": 11600,
  "hold_depth": 3,
  "min_from": "stack[2][7]",
  "critical_path_class": "flip-flop to flip-flop",
  "fin_skew_ns": 0.0116,
  "final-hold-violation-count": 0,
  "post-cts-setup-buffer-count": 0,
  "worstRegToRegCells": 6,
  "std_cell_rows": 38,
  "max_cap_violations": 0,
  "total_negative_slack_for_setup_checks_ns": 0,
  "vias_per_cell": 5.28,
  "syn_avg_cell_area_um2": 16.8,
  "max_freq_ghz": 0.420,
  "cts_hold_buffers": 0,
  "final_layout_size_suffix_gt1_frac": 0.111,
  "timing.critical_path.fanout_max": 15,
  "vias_in_the_first_global_route": 2452,
  "power_density_nw_per_um2": 574,
  "layoutNonFillerInstCount": 447,
  "grt.total_usage": 0.180,
  "worst_r2r_dst": "q[2]",
  "critical_path.endpoint_type": "flip-flop",
  "synth.lib_cells_used.distinct": 27,
  "fin_crit_sh": 0.721,
  "leak_pwr_uw": 0.00168,
  "cts_repair_resize_count": 0,
  "worst-endpoint-arrival_ns": 2.51,
  "detail_route.drc_violations": 0,
  "die_height_um": 108,
  "unrepaired_setup_endpoints_after_global_routing": "false",
  "cts_made_buffers": 9,
  "timing.final.max_slew_violations": 0,
  "antenna_violating_nets_post_route": 0,
  "gpl.final_weighted_congestion": 0.831,
  "overflow_left_after_global_routing": 0,
  "core_area_um2": 10900,
  "area_growth_pct": 13.3,
  "worst_slew_margin_rel": 0.381,
  "numPlacedInstances": 433,
  "chipWidth_um": 108,
  "ys_seq_share": 0.736,
  "stage_log_warnings": 26,
  "postSynthCellCount": 267,
  "timing.rr.start": "ptr[1]",
  "max_slew.worst_pin.slew_ns": 0.924,
  "clockBufferDepth": 2,
  "ys_cells": 267,
  "initial_standard_cell_utilization_of_the_core": 0.412,
  "crit_required_ns": 3.43,
  "synth.cell_area_um2": 4490,
  "hold_path_class": "flip-flop to flip-flop",
  "synth_warnings": 1,
  "detail_route.wirelength_um": 8850,
  "final-setup-viol-count": 0,
  "dr.pass1.iters": 4,
  "via_count": 2361,
  "routedWlPerCell_um": 19.8,
  "clk_pin_slew_ns": 0.10,
  "antenna_cells": 0,
  "ir_drop_uv": 327,
  "tritoncts": "done"
}
==> worst max-delay path, cell delays in order (launching register included) <==
cell	delay [ns]
dfxtp_1	0.49
inv_1	0.11
ha_2	0.23
xnor2_2	0.72
buf_4	0.27
nand3_1	0.12
and4_1	0.20
==> power breakdown <==
part	internal, uW	leakage, uW	switching, uW
Sequential	1620	0.00101	23.5
Clock	349	0.0000892	434
Combinational	209	0.000582	278
Total	2180	0.00168	736
==> cell usage after synthesis (all sizes together) <==
library cell	n	area [um2]
a211o	1	8.76
a21boi	1	7.51
a21oi	1	5.00
and3b	1	8.76
and4	12	105
buf	15	149
clkbuf	1	7.51
dfxtp	3	60.1
edfxtp	108	3240
ha	2	25.0
inv	2	12.5
mux2i	48	480
nand2	6	22.5
nand2b	1	6.26
nand3	48	240
nand3b	1	7.51
nor2	9	33.8
nor2b	1	6.26
nor3	3	15.0
xnor2	2	25.0
xor2	1	16.3
==> stage by stage <==
step                      total power (uW)  hold WS (ns)  setup WS [ns]
final                                 2920         0.715          0.919
after global placement                2170         0.689          0.922
after global routing                  3040         0.756          0.754
after CTS                             2940         0.722          0.895
after floorplan                       2030         0.631           1.24
after detailed placement              2170         0.699          0.923
==> cell families (layout without fill, tap and decap cells) <==
logic type	after synthesis	count (layout)	synth area share
AOI/OAI and AO/OA	3	3	0.00474
xor gates and xnor gates	3	3	0.00921
adders and majority gates	2	2	0.00558
buffers and inverters	18	58	0.0377
DFF	111	111	0.736
muxes	48	48	0.107
and+or+nand+nor	82	82	0.0993
==> state kept, by name, indices dropped and copies added (netlist names) <==
name / cells
stack: 96
q: 12
ptr: 3
==> worst max path at each step <==
stage	slack, ns	cells past startpoint	end	from
after global routing	0.75	6	q[2]	ptr[0]
after CTS	0.89	6	q[2]	ptr[0]
final	0.92	6	q[2]	ptr[1]
==> cell type report <==
cell class	count	area, um2
Timing Repair Buffer	42	383
Tap cell	140	175
Sequential cell	111	3300
Multi-Input combinational cell	138	1030
Fill cell	919	5810
Clock inverter	4	55.1
Clock buffer	10	128
Inverter	2	12.5
==> metal layers <==
metal  GRT usage  vias up  share of wire
met5           0        -              0
met4      0.0303        0          0.019
met3      0.0852       16          0.089
met2       0.278       95           0.48
met1       0.254     1143           0.41
li1            -     1107              -
No activity file was given, so power comes from the tool's default toggle rates.
