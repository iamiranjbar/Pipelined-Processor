[/design/flow/run.sh]
#!/bin/bash
# OpenROAD 26Q1-2900-gdf79404cd8, Yosys 0.63+post, stock flow scripts
make -C /OpenROAD-flow-scripts/flow DESIGN_CONFIG=/design/flow/config.mk WORK_HOME=/design/flow/orfs finish
[/design/flow/config.mk]
export PLATFORM = sky130hd
export DESIGN_NAME = MEM
export DESIGN_NICKNAME = MEM
export VERILOG_FILES = /design/flow/design.v
export SDC_FILE = /design/flow/constraint.sdc
export NUM_CORES = 4
export LEC_CHECK = 1
export CORE_UTILIZATION = 50
[/design/flow/constraint.sdc]
current_design MEM

set clk_period 13.0
set clk_io_pct 0.2

create_clock -name clk0 -period $clk_period [get_ports {clk}]

set non_clock_inputs [all_inputs -no_clocks]
set_input_delay [expr $clk_period * $clk_io_pct] -clock clk0 $non_clock_inputs
set_output_delay [expr $clk_period * $clk_io_pct] -clock clk0 [all_outputs]
[/design/flow/design.v]
module data_memory  
 (  
      input                         clk,  
      input     [7:0]               mem_access_addr,  
      input     [7:0]               mem_write_data,  
      input                         mem_write_en,  
      input mem_read,  
      output     [7:0]               mem_read_data  
 );  
      integer i;  
      logic [7:0] ram [255:0];  
      initial begin  
           for(i=0;i<256;i=i+1)
                if(i==100)ram[i] <= 8'b11111110;
                else if(i==101)ram[i] <= 8'b0;
                else if(i==102)ram[i] <= 8'b00000001;
                else if(i==103)ram[i] <= 8'b00000001;
                else if(i==119)ram[i] <= 8'b11111111;  
                else ram[i] <= 8'b0;  
      end  
      always @(posedge clk) begin  
           if (mem_write_en)  
                ram[mem_access_addr] <= mem_write_data;  
      end  
      assign mem_read_data = (mem_read==1'b1) ? ram[mem_access_addr]: 16'd0;   
 endmodule 
module MEM(input clk, memWriteEn, memReadEn, input [2:0] RdIn,
  input[7:0] ALUResIn, writeDataIn, output logic[2:0] RdOut,
  output logic[7:0] readDataOut,ALUResOut);
	data_memory DM(.clk(clk), .mem_access_addr(ALUResIn), .mem_write_data(writeDataIn),  
      .mem_write_en(memWriteEn), .mem_read(memReadEn), .mem_read_data(readDataOut)); 
	assign ALUResOut = ALUResIn;
	assign RdOut = RdIn;
endmodule
==> insert_results.sql <==
-- load yosys + openroad results
INSERT INTO impl_metrics (metric_group, metric, value, unit) VALUES
('cells_and_area', 'layout.area.seq', '61500', 'um^2'),
('setup_path', 'worstSetupEndpointType', 'output pin', ''),
('synth', 'common_cells', 'edfxtp_1 (2,048), mux4_2 (391), mux2i_1 (284)', ''),
('clock_network', 'post_cts_setup_buffers', '0', ''),
('drt', 'route.layer.met1.wl', '67500', 'um'),
('grt', 'grt_max_degree', '125', ''),
('synth', 'synth-cells-yosys', '3943', ''),
('setup_path', 'critical_path_maximum_fanout', '30', ''),
('synth', 'ys_async_sr_fraction', '0', ''),
('timing', 'setup_total_negative_slack', '0', 'ns'),
('timing', 'finalCritPeriodShare', '0.757', ''),
('drt', 'firstDrtPassIters', '8', ''),
('timing', 'report.final.setup_viol', '0', ''),
('synth', 'post_synth.cell_area_avg', '20.4', 'um^2'),
('timing', 'layout_min_cycle_time', '9.84', 'ns'),
('place', 'placedCellCount', '5975', ''),
('power_and_ir_drop', 'power.internal', '10.6', 'mW'),
('synth', 'post_synth_main_area_contributors', 'edfxtp_1 (77%), mux4_2 (11%), mux2i_1 (3.5%)', ''),
('floorplanning', 'boundaryPins', '41', ''),
('synth', 'number_of_enable_type_register_cells_in_the_synthesized_netlist', '2048', ''),
('setup_path', 'startpoint_type', 'input port', ''),
('clock_network', 'holdBufCountCts', '0', ''),
('synth', 'ys_sh_aoi', '0.0314', ''),
('setup_path', 'worst_ep_arrival_time', '7.24', 'ns'),
('floorplanning', 'horizontal_die_dimension', '403', 'um'),
('power_and_ir_drop', 'power_leakage', '28.2', 'nW'),
('clock_network', 'cts_tree', 'yes', ''),
('cells_and_area', 'final.fill_count', '11600', ''),
('timing', 'max_freq', '102', 'MHz'),
('drt', 'via_count', '39000', ''),
('place', 'gpl.final_weighted_congestion', '0.916', ''),
('flow_run', 'drv.max_cap_violation_count', '0', ''),
('grt', 'globalRouteTotalUtil', '0.279', ''),
('synth', 'netlist-cell-type-count', '56', ''),
('clock_network', 'cts-htree-levels', '4', ''),
('place', 'place.port_buffers', '34', ''),
('flow_run', 'warnings', '32', ''),
('power_and_ir_drop', 'vdd.ir_drop.worst', '0.147', 'mV'),
('floorplanning', 'core_area', '159000', 'um^2'),
('floorplanning', 'chipHeight', '403', 'um'),
('drt', 'routed_wire_length_per_instance', '30.9', 'um'),
('synth', 'ys_area', '80300', 'um^2'),
('clock_network', 'cts_buffer_depth', '3', ''),
('drt', 'met2RoutedLength', '91400', 'um'),
('synth', 'post-synth-top-area-cell', 'edfxtp_1', ''),
('synth', 'synthTopLogicFamily', 'multiplexers', ''),
('grt', 'antenna_violations_before_repair', '4', ''),
('timing', 'rsz0062_at_grt', 'false', ''),
('cells_and_area', 'final_instance_count_excl_fillers', '6350', ''),
('timing', 'worst_pin_slew', '1.26', 'ns'),
('run_status', 'status', 'finished, final reports clean', ''),
('cells_and_area', 'reg.largest.list', 'DM.ram (2048)', ''),
('floorplanning', 'num_rows', '146', ''),
('synth', 'share_of_synthesized_area_occupied_by_flip_flops_and_latches', '0.766', ''),
('power_and_ir_drop', 'clock_power_share', '0.410', ''),
('drt', 'antenna_left', '0', ''),
('cells_and_area', 'logic_area', '17200', 'um^2'),
('grt', 'grt_pass1_vias', '42100', ''),
('drt', 'wire_length_on_met3', '30400', 'um'),
('timing', 'finalHoldViolCount', '0', ''),
('clock_network', 'clkSlewWorstSetupHoldPaths', '0.06', 'ns'),
('drt', 'overall_routed_net_length', '196000', 'um'),
('drt', 'top_routing_layer_in_use', 'met5', ''),
('floorplanning', 'floorplan.initialDensity', '0.505', ''),
('drt', 'number_of_drc_markers_in_iteration_0', '2553', ''),
('synth', 'synth.area.mux_share', '0.150', ''),
('synth', 'mappedNetlistArea', '80300', 'um^2'),
('power_and_ir_drop', 'flop_pwr_share', '0.541', ''),
('cells_and_area', 'drive_gt1_frac', '0.210', ''),
('hold_path', 'hold_class', 'input port to flip-flop', ''),
('drt', 'drc', '0', '');
[cell type report]
class	count	share of cell area
Sequential cell	2048	0.687
Multi-Input combinational cell	1627	0.192
Clock buffer	254	0.0591
Tap cell	2072	0.0290
Timing Repair Buffer	217	0.0206
Clock inverter	119	0.0110
Inverter	11	0.000461
Antenna cell	2	0.0000559
[worst paths after layout]
kind	cells past startpoint	start	end	slack (ns)
max	9	ALUResIn[2]	readDataOut[7]	3.16
min	1	writeDataIn[5]	DM.ram[120][5]	2.19
[logic make-up (layout without fill, tap and decap cells)]
group	after synthesis	count (layout)
buf+inv	268	601
simple gates	545	545
compound gates	380	380
mux	702	702
other cells	0	2
flops	2048	2048
[power by group through the flow]
stage     clock network (mW)  logic (mW)  registers [mW]
5_1_grt                 5.87       0.711            7.28
4_1_cts                 5.63       0.670            7.28
6_report                5.52       0.664            7.28
[critical path: stages]
cell	delay, ns
buf_2	0.07
buf_4	0.38
buf_4	0.51
clkinv_1	0.79
a211oi_1	1.26
o22ai_1	0.42
a21oi_1	0.29
and4_1	0.32
clkdlybuf4s50_1	0.51
[layer usage]
layer	vias up	global-route usage
met5	-	0.0193
met1	19800	0.403
met4	14	0.0660
li1	16700	-
met3	358	0.186
met2	2173	0.388
[cells in the final DEF, fill, tap and decap left out, types with 12 or more instances in the layout]
master / count
edfxtp_1: 2048
mux4_2: 391
mux2i_1: 284
nor2_1: 253
clkbuf_16: 204
buf_4: 178
a22oi_1: 78
o21ai_0: 66
o22ai_1: 64
nor3_1: 60
a21oi_1: 58
nand2_1: 57
clkinv_1: 53
clkbuf_1: 50
nor2b_1: 37
clkinv_2: 37
nand3_1: 33
a211oi_1: 33
clkdlybuf4s50_1: 20
mux2_2: 19
a221oi_1: 17
and3_1: 16
nand2b_1: 16
nand4_1: 16
nor4_1: 14
a2111oi_0: 12
[per-stage QoR]
stage                      util  area (um^2)  hold WS, ns  setup WS [ns]  total power [mW]
after floorplan               -        80300         2.70           5.79              7.78
after global placement    0.524        83200         3.05           3.28              8.09
after detailed placement  0.524        83200         3.06           3.29              8.09
after CTS                 0.563        89500         2.16           3.28              13.6
after global routing      0.563        89500         2.17           2.99              13.9
final                     0.563        89500         2.19           3.16              13.5
Power is estimated from default activity; no workload was simulated.
